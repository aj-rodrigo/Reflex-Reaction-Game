[design/flow/run.sh]
#!/bin/bash
# OpenROAD 26Q1-2900-gdf79404cd8, Yosys 0.63+post, stock flow scripts
make -C /OpenROAD-flow-scripts/flow DESIGN_CONFIG=/design/flow/config.mk WORK_HOME=/design/flow/orfs finish
[design/flow/config.mk]
export PLATFORM = sky130hd
export DESIGN_NAME = BCD
export DESIGN_NICKNAME = BCD
export VERILOG_FILES = /design/flow/design.v
export SDC_FILE = /design/flow/constraint.sdc
export NUM_CORES = 4
export LEC_CHECK = 1
export CORE_AREA = 10 10 113 113
export DIE_AREA = 0 0 123 123
[design/flow/constraint.sdc]
current_design BCD

set clk_period 2.8
set clk_io_pct 0.2

create_clock -name clk0 -period $clk_period [get_ports {clk}]

set non_clock_inputs [all_inputs -no_clocks]
set_input_delay [expr $clk_period * $clk_io_pct] -clock clk0 $non_clock_inputs
set_output_delay [expr $clk_period * $clk_io_pct] -clock clk0 [all_outputs]
[design/flow/design.v]
`timescale 1ns / 1ps
module BCD(clk, rst, hrs_tens, mins_tens, hrs_ones, mins_ones, seg, an);
input clk, rst;
input [3:0] hrs_ones, hrs_tens, mins_ones, mins_tens;
output reg [0:6] seg;
output reg [3:0] an;
parameter null = 7'b1111111;
parameter zero = 7'b0000001;
parameter one = 7'b1001111;
parameter two = 7'b0010010;
parameter three = 7'b0000110;
parameter four = 7'b1001100;
parameter five = 7'b0100100;
parameter six = 7'b0100000;
parameter seven = 7'b0001111;
parameter eight = 7'b0000000;
parameter nine = 7'b0000100;
reg [1:0] sel;
reg [16:0] timer;
always @(posedge clk or posedge rst) begin
    if(rst) begin
        sel <= 0;
        timer <= 0;
    end 
    else
        if(timer == 99999) begin
            timer <= 0;
            sel <= sel + 1;
        end
        else
            timer <= timer + 1;
end
always @(sel) begin
    case(sel)
        2'b00 : an = 4'b0111;
        2'b01 : an = 4'b1011;
        2'b10 : an = 4'b1101;
        2'b11 : an = 4'b1110;
    endcase
end
always @* 
    case(sel)
         2'b00 : begin
             case(hrs_tens)
                 4'b0000 : seg = zero;     
                 4'b0001 : seg = one;      
                 4'b0010 : seg = two;      
                 4'b0011 : seg = three;    
                 4'b0100 : seg = four;     
                 4'b0101 : seg = five;     
                 4'b0110 : seg = six;      
                 4'b0111 : seg = seven;    
                 4'b1000 : seg = eight;    
                 4'b1001 : seg = nine;
             endcase
        end
         2'b01 : begin                             
             case(hrs_ones)                    
                 4'b0000 : seg = zero;     
                 4'b0001 : seg = one;      
                 4'b0010 : seg = two;      
                 4'b0011 : seg = three;    
                 4'b0100 : seg = four;     
                 4'b0101 : seg = five;     
                 4'b0110 : seg = six;      
                 4'b0111 : seg = seven;    
                 4'b1000 : seg = eight;    
                 4'b1001 : seg = nine;     
             endcase
         end                       
         2'b10 : begin                             
             case(mins_tens)                    
                 4'b0000 : seg = zero;     
                 4'b0001 : seg = one;      
                 4'b0010 : seg = two;      
                 4'b0011 : seg = three;    
                 4'b0100 : seg = four;     
                 4'b0101 : seg = five;     
                 4'b0110 : seg = six;      
                 4'b0111 : seg = seven;    
                 4'b1000 : seg = eight;    
                 4'b1001 : seg = nine;    
             endcase 
         end
         2'b11 : begin                 
            case(mins_ones)            
                4'b0000 : seg = zero; 
                4'b0001 : seg = one;  
                4'b0010 : seg = two;  
                4'b0011 : seg = three;
                4'b0100 : seg = four; 
                4'b0101 : seg = five; 
                4'b0110 : seg = six;  
                4'b0111 : seg = seven;
                4'b1000 : seg = eight;
                4'b1001 : seg = nine; 
            endcase                   
        end                           
endcase           
endmodule
==> flow_metrics.py <==
# Auto-generated metrics
metrics = {
    "route": {
        "num_vias": 1515,
        "viasPerCell": 4.26,
        "postRouteAntennaNets": 0,
        "wl_mm": 4.16,
        "drt_iter0_drc": 148,
        "drc_errors": 0,
        "diodes": 0,
        "wl_per_cell_um": 11.7,
        "first_pass_iters": 4,
    },
    "worst_setup_path": {
        "r2r_end": "timer[1]",
        "required_ps": 2240,
        "path_cells": "inv_1 > ha_1 > inv_1 > clkdlybuf4s50_1",
        "slowest_stage": "clkdlybuf4s50_1",
        "cpPeakStageDelay_ps": 460,
        "rr_startpoint": "timer[0]",
        "end_kind": "output pin",
        "critical_path.most_common_cell": "inv_1",
        "critical_path_arrival_ps": 1910,
        "cpLargestDelayFamily": "buffers and inverters",
        "r2r_setup_slack_ps": 800,
        "path_class": "reg -> out",
        "critPathBufInv": 3,
        "start_kind": "flop",
        "cp_max_fo": 11,
        "rr_worst_depth": 4,
    },
    "final_timing": {
        "untimed_endpoints": 14,
        "finalClockPeriodUsage_pct": 88.3,
        "finalSetupViolCount": 0,
        "timing.fmax_mhz": 405,
        "rsz0062_at_grt": "no",
        "slew_viol_final": 0,
        "min_period_ps": 2470,
        "hold_violations": 0,
        "tns_ps": 0,
        "unclocked_pins": 7,
        "max-slew-margin-rel_pct": 52.4,
        "fin_worst_skew_ps": 1.81,
        "tightestPinTransition_ps": 708,
    },
    "clock_network": {
        "cts_buffers": 3,
        "htreeDepth": 1,
        "clk-insertion-delay-late_ps": 250,
        "hold_buffers": 0,
        "clockRootBuffer": "clkbuf_8",
        "post-cts-setup-buffers": 0,
        "cts_tree": "done",
        "clockBufferDepth": 2,
        "cts_resized": 0,
        "path_clk_slew_ps": 60,
    },
    "floorplan": {
        "coreArea_um2": 10300,
        "fp-row-count": 37,
        "fp_util_pct": 16.9,
        "dieArea_um2": 15100,
        "io-pin-count": 29,
        "die_y_um": 123,
        "fp.dieW_um": 123,
    },
    "finish": {
        "fillers": 1124,
        "syn_to_final_growth_pct": 25.0,
        "drive_gt1_share_pct": 4.55,
        "stdcell_area_um2": 2180,
    },
    "grt": {
        "grt_pass1_vias": 1403,
        "grt_overflow": 0,
        "grt_max_degree": 20,
        "grt_usage_pct": 5.41,
        "antenna_found_initial": 0,
        "grt_pass1_wl_mm": 6.80,
    },
    "placed_design": {
        "place.gp.congestion": 0.866,
        "dp_hpwl_mm": 3.29,
        "port_buffers": 28,
        "placed_cell_area_um2": 2130,
    },
    "logic_synthesis": {
        "yosys-stat-area_um2": 1740,
        "yosysUniqueCellTypes": 47,
        "syn_area_per_cell_um2": 8.62,
        "syn_inst": 202,
        "synth_flops": 26,
        "edf_count": 0,
        "yosys_cells": 202,
        "yosysWarningCount": 1,
        "async_flop_share_pct": 73.1,
        "synthesis.area_um2": 1740,
        "synth-main-ff-cell": "dfrtp_1",
    },
    "run": {
        "tool_warnings": 31,
        "cap_violations": 0,
    },
    "min_path": {
        "worstHoldEndpoint": "timer[0]",
        "hp-class": "reg -> reg",
        "worstHoldPathCells": 1,
        "hold_path.startpoint": "timer[0]",
    },
    "power_and_ir_drop": {
        "power_density_nw_per_um2": 257,
        "max-vdd-ir-drop_mv": 0.208,
        "p_leak_nw": 0.862,
    },
    "status": {
        "status": "finished clean",
    },
}
## worst max-delay path by stage
stage	from	end	slack, ps	cells after the start
after CTS	sel[0]	an[3]	350	4
after global routing	sel[0]	an[3]	220	4
final	sel[0]	an[3]	330	4
## layout by cell type, fill, tap and decap left out, drive strengths merged, types with 7 or more instances in the layout
master         instances
o211ai                 7
inv                   15
nand3                 15
nand4                 12
xor2                  13
clkdlybuf4s50         28
nand2                  8
nor2                  15
xnor2                 10
a21oi                 12
ha                     8
dlxtn                  7
dfrtp                 19
## per-stage QoR
step / hold WS (ps) / total power, mW / std cells / setup slack, ps / util [%]
2_1_floorplan: 460 / 0.342 / 202 / 1200 / -
6_report: 508 / 0.559 / 356 / 328 / 21.1
4_1_cts: 513 / 0.566 / 356 / 347 / 21.1
3_5_place_dp: 500 / 0.382 / 352 / 625 / 20.7
5_1_grt: 546 / 0.593 / 356 / 219 / 21.1
3_3_place_gp: 491 / 0.381 / 352 / 689 / 20.7
## worst reg2reg max path: stages, from the launching register on
cell and delay [ps]:
dfrtp_1 400, ha_1 230, nand4_1 270, nor4_4 740
and2b_1 250
## layer usage
metal	up-vias	track usage, %	wire length (um)
li1	757	-	-
met1	706	7.74	1990
met5	-	0	0
met4	0	1.02	72
met3	6	1.39	350
met2	46	8.17	1750
## cells by family (layout without fill, tap and decap cells)
| group | after synthesis | count (layout) | share of synthesized area, % |
|---|---|---|---|
| latches | 7 | 7 | 6.03 |
| buf+inv | 29 | 47 | 6.68 |
| simple gates | 74 | 74 | 24.8 |
| fa+ha+maj | 12 | 12 | 8.05 |
| xor+xnor | 23 | 23 | 11.6 |
| compound gates | 38 | 38 | 15.6 |
| flops | 19 | 19 | 27.3 |
## registers in the layout, indices dropped and copies added (netlist names)
register and cells:
sel 2, seg 7, timer 17
## area by class of cell
class	instances	area, um2	share of cell area [%]
Clock buffer	4	45.0	2.07
Timing Repair Buffer	28	280	12.9
Multi-Input combinational cell	147	1040	48.0
Sequential cell	26	581	26.7
Tap cell	136	170	7.82
Inverter	15	56.3	2.59
## power by group
| group | total [mW] | switching, mW | internal (mW) |
|---|---|---|---|
| Combinational | 0.0934 | 0.0493 | 0.0442 |
| Sequential | 0.283 | 0.000593 | 0.283 |
| Clock | 0.182 | 0.0809 | 0.101 |
| Total | 0.559 | 0.131 | 0.428 |
## cell usage after synthesis, drive strengths merged (2+ instances only)
library cell / count / area (um2)
and4: 3 / 27.5
nand4: 12 / 81.3
xor2: 13 / 114
dlxtn: 7 / 105
clkbuf: 13 / 48.8
nor2: 15 / 56.3
a31oi: 4 / 25.0
a21oi: 12 / 63.8
inv: 15 / 56.3
nor3: 4 / 20.0
maj3: 4 / 40.0
a22oi: 2 / 15.0
nor2b: 3 / 18.8
xnor2: 10 / 87.6
dfrtp: 19 / 475
a2111oi: 3 / 26.3
nor4: 2 / 27.5
or4: 2 / 18.8
o211ai: 7 / 52.6
nand2: 8 / 30.0
nand3: 15 / 75.1
nand3b: 2 / 15.0
ha: 8 / 100
Power is estimated from default activity; no workload was simulated.
