[./design.v]
`timescale 1ns / 1ps 
module Hertz2(clk, clk_2);
input clk; 
output clk_2;
reg [25:0] ctr = 0; 
reg clk_out = 0;
always @(posedge clk) begin
  if(ctr == 24999999) begin
    ctr <= 0;
    clk_out <= ~clk_out; 
  end
  else
    ctr <= ctr + 1;
  end
assign clk_2 = clk_out;
endmodule
[./run.sh]
#!/bin/bash
# OpenROAD 26Q1-2900-gdf79404cd8, Yosys 0.63+post, stock flow scripts
make -C /OpenROAD-flow-scripts/flow DESIGN_CONFIG=/design/flow/config.mk WORK_HOME=/design/flow/orfs finish
[./config.mk]
export PLATFORM = sky130hd
export DESIGN_NAME = Hertz2
export DESIGN_NICKNAME = Hertz2
export VERILOG_FILES = /design/flow/design.v
export SDC_FILE = /design/flow/constraint.sdc
export NUM_CORES = 4
export LEC_CHECK = 1
export CORE_AREA = 10 10 109 109
export DIE_AREA = 0 0 119 119
[./constraint.sdc]
current_design Hertz2

set clk_period 3.6
set clk_io_pct 0.2

create_clock -name clk0 -period $clk_period [get_ports {clk}]

set non_clock_inputs [all_inputs -no_clocks]
set_input_delay [expr $clk_period * $clk_io_pct] -clock clk0 $non_clock_inputs
set_output_delay [expr $clk_period * $clk_io_pct] -clock clk0 [all_outputs]
==> impl_metrics.toml <==
# yosys + openroad results
[status]
status = "finished, final reports clean"

[grt]
gr-total-overflow = 0
grt_pass1_wl_mm = 3.56
grt_use_met3 = 0.00959
antenna_found_initial = 0
busiest_layer = "met1"
grt_util_met1 = 0.0431
grt_util_met2 = 0.0415
grt.total_usage = 0.0288
grt_max_degree = 17
first_global_vias = 809

[route]
dr_total_vias = 924
wl_per_cell_um = 7.74
num_antenna_cells = 0
drt-pass1-iter-count = 4
drc_errors = 0
vias_per_cell = 3.45
routed_wl_mm = 2.07
ant_nets = 0
drtIter0Drc = 26

[cts]
root_buffer = "clkbuf_8"
clk_pin_slew_worst_paths_ns = 0.09
hold_buffers = 0
cts_resized = 0
clkLatencyLatePin_ns = 0.27
cts_tree = "done"
clockBufferDepth = 2
htreeDepth = 1
cts_sinks = 27
cts_buffers = 3
cts_setup_buffers = 0

[power_and_ir_drop]
swShare = 0.201
seqPwrFrac = 0.633
totalPowerFinal_w = 0.000474
combPwrFrac = 0
power.net_switching_w = 0.0000951
p_per_area_mw_per_mm2 = 334
internal_power_w = 0.000379
peakVddDrop_uv = 153
clkPwrFrac = 0.367
power_leakage_nw = 0.526

[synth]
ys_chip_area_sq_mm = 0.00119
edf_count = 1
ys_cells = 132
top_area_frac = 0.436
synth.distinct_cells = 27
top_cells_by_area = "dfxtp_1, xor2_1, xnor2_1"
most_common_cell = "dfxtp_1"
syn_area_per_cell_sq_um = 9.04
numSynthFlops = 27
async_reset_ff_frac = 0
ys_warn_count = 1
synthTopCellsByCount = "dfxtp_1, nor2_1, nand3_1"
syn-cell-area_sq_mm = 0.00119
ys_seq_frac = 0.461
synthFlopType = "dfxtp_1"
synth_cells = 132
synth_area_leader_cell = "dfxtp_1"

[sta]
timing.final.crit_share = 0.614
fin_setup_tns_ns = 0
rsz0062_at_grt = "no"
whs_ns = 0.467
fin_crit_ns = 2.21
setup_violations = 0
worst_pin_slew_ns = 0.869
max_freq_mhz = 452
maxSlewViolCount = 0
relSlewSlack = 0.416
hold_viol = 0
clock_skew_ns = 0.00365

[worst_hold_path]
hold_class = "register to register"
min_path_cells = 1

[setup_path]
max_stage_delay_ns = 0.67
worstSetupStartpointType = "register"
path_depth = 5
worstPathCellList = "ha_1 -> nand4_1 -> or4_1 -> or4_4 -> a21oi_2"
end_kind = "register"
critPathKind = "register to register"
path_buffers = 0
cp.required_ns = 3.81
cp_slowest_cell = "or4_1"
crit_family = "simple AND/OR/NAND/NOR gates"
worst_ep_arrival_time_ns = 2.42
r2r_cells = 5
path_max_fanout = 9

[layout]
drive_gt1_frac = 0.0667
area_delta_synth_final_pct = 18.8
seq_area_sq_um = 551
fill_cells = 1106
finalNonFillerCells = 268
fin_util = 0.147
logic_area_sq_um = 621

[die]
core_sq_mm = 0.00964
ios = 2
die_x_um = 119
rows = 36
initCoreUtil = 0.124
die_area_sq_mm = 0.0142
dieHeight_um = 119

[placed_design]
io_buffers = 1
dp_hpwl_mm = 1.56
dp.cells = 264
gp_congestion = 0.837

[flow_run]
drv_cap = 0
warnings = 25
-- cell families (layout without fill, tap and decap cells) --
kind of cell,count (synthesis),after routing,synth area share
DFF,27,27,0.461
buffers and inverters,7,10,0.0241
adders and majority gates,1,1,0.0105
xor gates and xnor gates,16,16,0.117
and+or+nand+nor,65,65,0.308
AOI/OAI and AO/OA,16,16,0.0786
-- state kept, by name, indices dropped and copies added, names as in the netlist --
signal / cells
clk_out: 1
ctr: 26
-- power by group through the flow --
| stage | clock network, W | logic [W] | registers, W |
|---|---|---|---|
| final | 0.000174 | 0.000000000279 | 0.000300 |
| after global routing | 0.000191 | 0.000000000279 | 0.000300 |
| after CTS | 0.000179 | 0.000000000279 | 0.000300 |
-- layout by cell type, fill, tap and decap left out --
master,count
nand3_1,10
nor4_2,1
nor4_1,4
and4_1,2
or4_4,1
clkdlybuf4s50_1,1
nand2_1,9
inv_1,4
nor2b_1,2
or4_1,5
and3_1,3
nand4b_1,1
dfxtp_1,26
and2_1,1
inv_4,1
xnor2_1,7
nor2_1,11
a21oi_1,7
xor2_1,9
ha_1,1
nand4_2,1
nand4_1,8
nor3_1,1
o21ai_0,4
buf_4,1
o31ai_1,4
a21oi_2,1
clkbuf_8,3
edfxtp_1,1
or3_1,5
-- cell type report --
class	count	share of cell area
clock inverters	1	0.00441
flip-flops and latches	27	0.388
inverters	4	0.0106
clock buffers	3	0.0291
multi-input cells	98	0.438
well taps	133	0.117
repair buffers	2	0.0124
-- path summary, 6_finish.rpt --
kind,from,slack [ns],to
worst max-delay path,ctr[0],1.39,ctr[24]
worst min-delay path,ctr[25],0.47,ctr[25]
worst max register to register,ctr[0],1.39,ctr[24]
worst min register to register,ctr[25],0.47,ctr[25]
-- routing by layer --
metal / vias up / wire length, um
met1: 434 / 1100
met3: 0 / 74
met5: - / 0
met4: 0 / 0
met2: 5 / 896
li1: 485 / -
-- per-stage QoR --
step           instance area, sq um  worst slack [ns]
2_1_floorplan                  1190              1.56
5_1_grt                        1420              1.26
3_5_place_dp                   1370              1.41
6_report                       1420              1.39
3_3_place_gp                   1370              1.47
4_1_cts                        1420              1.38
Power and IR drop assume default switching activity.
