## ./run.sh

```bash
#!/bin/bash
# OpenROAD 26Q1-2900-gdf79404cd8, Yosys 0.63+post, stock flow scripts
make -C /OpenROAD-flow-scripts/flow DESIGN_CONFIG=/design/flow/config.mk WORK_HOME=/design/flow/orfs finish
```

## ./config.mk

```make
export PLATFORM = sky130hd
export DESIGN_NAME = Hertz
export DESIGN_NICKNAME = Hertz
export VERILOG_FILES = /design/flow/design.v
export SDC_FILE = /design/flow/constraint.sdc
export NUM_CORES = 4
export LEC_CHECK = 1
export CORE_AREA = 10 10 88 88
export DIE_AREA = 0 0 98 98
```

## ./constraint.sdc

```tcl
current_design Hertz

set clk_period 3.7
set clk_io_pct 0.2

create_clock -name clk0 -period $clk_period [get_ports {clk}]

set non_clock_inputs [all_inputs -no_clocks]
set_input_delay [expr $clk_period * $clk_io_pct] -clock clk0 $non_clock_inputs
set_output_delay [expr $clk_period * $clk_io_pct] -clock clk0 [all_outputs]
```

## ./design.v

```verilog
`timescale 1ns / 1ps 
module Hertz(clk, clk_2);
input clk; 
output clk_2;
reg [25:0] ctr = 0; 
reg clk_out = 0;
always @(posedge clk) begin 
  if(ctr == 49999999) begin
    ctr <= 0;
    clk_out <= ~clk_out; 
  end
  else
    ctr <= ctr + 1;
  end
assign clk_2 = clk_out;
endmodule
```

==> summary.txt <==
The following summarizes the physical implementation.

STA
The count of final hold-check violations is 0. At the pin with the least slew margin, the transition time is 447 ps. The worst relative slew slack is 70.0%.

In the final report, the number of pins over their slew limit comes to 0. The smallest clock period supported by the final layout is computed as 1810 ps. Per the finish-stage timing summary, setup violations number 0.

Across the routed clock network, the largest skew measured is 4.04 ps. The final critical path takes up 48.9% of the cycle. The setup total negative slack is 0 ps. Setup repair after global routing left no endpoint under its margin. The worst hold margin is 448 ps. The maximum achievable frequency is 552 MHz.

Clocking
Clock tree synthesis selected as its root buffer the cell clkbuf_8. Post-CTS repair changed the size of 0 cells. The number of levels in the clock H-tree is 1. Post-CTS timing repair inserted 0 buffers for setup.

In the CTS report, the clock slew at the register clock pins of the worst setup and hold paths is listed as 90 ps. Counting the buffers created by CTS gives 3. The number of buffers between clock root and the deepest sink is 2.

The clock network latency to the later pin of the worst-skew pair is 270 ps. The number of hold buffers added after CTS is 0. The total clock sinks is 27.

TritonCTS built the clock tree.

Outcome
The run finished with clean final reports.

Critical path
Looking at the critical path, the single cell with the biggest stage delay is clkdlybuf4s50_1. The maximum fanout along the worst path is 2. The data arrival time of the critical path is 1070 ps.

The kind of end point of the critical path is an output pin. The gate family responsible for the most delay along the worst path is buffers and inverters. The critical path is of the reg -> out type. The signal on the critical path passes through clkdlybuf4s50_1. STA puts the critical path data required time at 2960 ps. All stages included, the depth of the critical timing path comes to 1. The sort of element at the start of the critical path is a flop. The timing report gives the biggest stage delay along the critical path as 460 ps. The count of buffer and inverter cells on the critical path is 1. The path depth of the worst reg2reg path is 6.

Global route
The global routing report lists combined usage of all routing layers as 3.58%. The via count of the first global-routing pass is 706. The initial antenna violation count is 0.

The first global-routing pass estimated 3080 um of wire. The global route stage reports its total congestion overflow as 0. Entering global routing, the biggest net connects 17 pins.

Synth
The synthesis report lists the most area-consuming cells as dfxtp_1, xor2_1, xnor2_1, nor2_1, and3_1. For this run, the register share of the synthesized area comes to 47.9%. The synthesized instance count is 120. Per the synth log, the flip-flop and latch total comes to 27. Of the post-synthesis cell area, the dominant cell type holds 45.3%. Yosys reports a chip area of 1150 um^2. The post-synthesis cell area is 1150 um^2. The number of cell instances after yosys synthesis is 120. The number of synthesis warnings is 1. The mean instance size in the synthesized netlist is 9.58 um^2.

The number of different library cells used by synthesis comes to 25. The cell taking the most area after synthesis is dfxtp_1.

Finish
The top cell types in the final layout, fill and taps aside, are dfxtp_1, nor2_1, xor2_1, nand2_1, xnor2_1. The layout summary lists the proportion of cells stronger than drive strength 1 as 9.76%. The layout has 634 filler cells. The most common cell after layout, fill and taps aside is dfxtp_1. The synthesis-to-layout area growth is 13.1%.

Hold path
The cell depth of the worst min-delay path is 1. The worst hold path class is reg -> reg.

Routing
Wires add up to 1740 um. For this run, design rule violations remaining after detail routing come to 0. The first TritonRoute pass finished after 2 iterations. The count of vias placed by the detailed router is 750. The final antenna-violating net count is 0. The number of antenna repair diodes is 0. The violation tally from detailed-route iteration zero is 33.

For this run, the detailed router reports a per-instance via density of 3.79. After detailed routing, the average wire length per cell comes to 8.77 um.

Floorplan
The region available for standard cell placement spans 5920 um^2. The chip width is 98 um. In the floorplan report the effective utilization is 19.4%. The number of core rows is 28.

The boundary pin count is 2. The height of the chip is 98 um. The total die size is 9600 um^2.

Power and ir drop
The static leakage power is 0.498 nW. The highest supply drop recorded on VDD is 0.000194 V. The sum of internal, switching and leakage power is 0.000452 W. The script computed a power per unit cell area of 348 nW/um^2.

Placed design
The final weighted congestion in routability-driven placement is 0.780. As logged by OpenROAD, the buffers inserted on ports number 1. The placed wire-length estimate is 1250 um.

Job
The report counts max-capacitance violations totalling 0. Warnings raised by the tools during the run amount to 25.
[per-layer routing]
metal / wire [um] / vias up / GRT usage, %
li1: - / 416 / -
met1: 1000 / 327 / 5.09
met2: 688 / 7 / 5.38
met4: 0 / 0 / 0.559
met5: 0 / - / 0
met3: 46 / 0 / 0.996
[cells by family (layout without fill, tap and decap cells)]
| group | after synthesis | after routing | share of synthesized area, % |
|---|---|---|---|
| and+or+nand+nor | 63 | 63 | 31.6 |
| DFF | 27 | 27 | 47.9 |
| xor gates and xnor gates | 22 | 22 | 16.8 |
| buffers and inverters | 4 | 7 | 1.41 |
| AOI/OAI and AO/OA | 3 | 3 | 1.31 |
| adders and majority gates | 1 | 1 | 1.09 |
[synth_stat cells]
| cell type | instances |
|---|---|
| dfxtp_1 | 26 |
| or3_1 | 1 |
| inv_1 | 1 |
| xor2_1 | 14 |
| nand3_1 | 5 |
| nand3_2 | 3 |
| ha_1 | 1 |
| xnor2_1 | 8 |
| nand3b_1 | 1 |
| nor4b_1 | 1 |
| and3_2 | 1 |
| buf_2 | 1 |
| nor3_1 | 3 |
| nor2_1 | 18 |
| clkbuf_1 | 2 |
| nand4_1 | 7 |
| edfxtp_1 | 1 |
| o21ai_0 | 2 |
| nor4bb_1 | 1 |
| and2_2 | 1 |
| and3_1 | 7 |
| nor2b_1 | 1 |
| a21oi_1 | 1 |
| nor4_4 | 2 |
| nand2_1 | 11 |
[final cells by class]
cell class	count	area [um^2]	share of cell area, %
clock buffers	4	45.0	3.46
inverters	1	3.75	0.289
well taps	75	93.8	7.22
flip-flops and latches	27	551	42.3
multi-input cells	89	589	45.3
repair buffers	2	17.5	1.35
[registers in the layout, indices dropped and copies added, names as in the netlist]
signal and cells:
ctr 26, clk_out 1
[stage by stage]
stage / area (um^2) / utilization [%] / setup slack, ps / std cells
floorplan: 1150 / - / 1980 / 120
global placement: 1250 / 21.2 / 1940 / 194
detailed placement: 1250 / 21.2 / 1880 / 194
CTS: 1300 / 22.0 / 1870 / 198
global route: 1300 / 22.0 / 1740 / 198
finish: 1300 / 22.0 / 1890 / 198
[path summary, 6_finish.rpt]
| kind | from | to | slack (ps) |
|---|---|---|---|
| max | clk_out | clk_2 | 1890 |
| min | ctr[0] | ctr[0] | 450 |
| max reg2reg | ctr[0] | ctr[22] | 1900 |
| min reg2reg | ctr[0] | ctr[0] | 450 |
[where the power goes]
group	internal, W	leakage (nW)	switching, W
sequential	0.000292	0.221	0
clock	0.0000769	0.0228	0.0000832
combinational	0	0.254	0
Power and IR drop assume default switching activity.
